**design/flow/config.mk**
```make
export PLATFORM = sky130hd
export DESIGN_NAME = precoder
export DESIGN_NICKNAME = precoder
export VERILOG_FILES = /design/flow/design.v
export SDC_FILE = /design/flow/constraint.sdc
export NUM_CORES = 4
export LEC_CHECK = 1
export CORE_UTILIZATION = 50
```
**design/flow/constraint.sdc**
```tcl
current_design precoder

set clk_period 3.5
set clk_io_pct 0.2

create_clock -name clk0 -period $clk_period

set non_clock_inputs [all_inputs -no_clocks]
set_input_delay [expr $clk_period * $clk_io_pct] -clock clk0 $non_clock_inputs
set_output_delay [expr $clk_period * $clk_io_pct] -clock clk0 [all_outputs]
```
**design/flow/design.v**
```verilog
module precoder #(
    parameter WIDTH = 5,
    parameter DEPTH = 1 << WIDTH
)(
    input  [WIDTH-1:0] head,
    input  [DEPTH-1:0] search_valid_i,
    output [DEPTH-1:0] search_valid_o
);
reg [DEPTH-1:0] search_valid_o;
integer iter;
reg [WIDTH-1:0] i;
always @(*) begin
    for (iter = 0; iter < 32; iter = iter + 1) begin
        i = iter + head;
        search_valid_o[iter] = search_valid_i[i];
    end
end
endmodule
```
**design/flow/run.sh**
```bash
#!/bin/bash
# OpenROAD 26Q1-2900-gdf79404cd8, Yosys 0.63+post, stock flow scripts
make -C /OpenROAD-flow-scripts/flow DESIGN_CONFIG=/design/flow/config.mk WORK_HOME=/design/flow/orfs finish
```
==> run_results.csv <==
group,metric,value,unit
floorplan,io_pins,69,
global_routing,grt.overflow.total,0,
synth,synthTopLogicFamily,"multiplexers",
route,num_vias,3371,
cells_and_area,flop_area,0,sq um
route,routed_wl,9290,microns
cells_and_area,fin_util,80.8,%
final_timing,worst_hold_slack,2390,ps
global_routing,antenna_found_initial,0,
synth,syn_inst,357,
synth,netlist_area,0.00295,sq mm
place,dp_hpwl,6980,microns
pwr,cellPowerDensity,214,mW/mm^2
route,drc,0,
min_path,holdPathStages,5,
job,warnings,45,
synth,adder_share,5.94,%
final_timing,tightest_slew,419,ps
final_timing,slew_viol_final,0,
status,status,"completed",
cells_and_area,num-clock-buffers,0,
min_path,hp-start,"head[2]",
synth,ys_seq_share,0,%
floorplan,fp.dieW,78.8,microns
critical_path,path_cells,"clkdlybuf4s50_1 > buf_4 > mux4_2 > mux2_2 > nor3_1 > nor3_1 > clkdlybuf4s50_1",
place,pre_cts_ws,-523,ps
route,avgViaCountPerCell,6.01,
floorplan,placementRows,27,
place,placed_cell_area,0.00418,sq mm
global_routing,track_usage,30.4,%
floorplan,coreArea,0.00561,sq mm
job,max_cap_violations,0,
final_timing,rsz0062_at_grt,"true",
final_timing,setup_viol,0,
synth,yosysTopAreaCellShare,16.0,%
pwr,peakVddDrop,0.173,mV
synth,area_leaders,"mux4_1 16%, mux2i_1 14%, mux4_2 12%",
route,first_iter_violations,167,
critical_path,crit_type,"in2out",
synth,ys_area,0.00295,sq mm
cells_and_area,area_growth,53.6,%
synth,top_area_cell,"mux4_1",
final_timing,layout_setup_ws,46.1,ps
final_timing,period_used_share,98.7,%
synth,yosys-mux-area-fraction,47.1,%
synth,synthAoiAreaFrac,7.98,%
synth,simple_gate_area_share,23.3,%
global_routing,grt_pass1_wl,14400,microns
pwr,leakagePower,2.18,nW
final_timing,period_needed,3450,ps
critical_path,crit_slowest_cell,"mux4_2",
final_timing,slew_headroom,72.1,%
synth,ys_sh_xor,10.9,%
cells_and_area,layout-drive-gt1-share,32.3,%
synth,yosysUniqueCellTypes,25,
synth,yosysMostFrequentCell,"nand2_1",
min_path,hp-class,"in2out",
critical_path,max_stage_delay,480,ps
global_routing,grt_max_degree,33,
place,numPortBuffers,69,
final_timing,fmax,290,MHz
floorplan,fp_util,52.6,%
synth,syn_avg_cell_area,8.26,sq um
route,insertedDiodeCount,0,
synth,ys_warn_count,1,
floorplan,dieArea,0.00621,sq mm
final_timing,finalHoldViolCount,0,
route,wl_per_cell,16.6,microns
cells_and_area,layout.sequential_cells,0,
critical_path,cp-end-kind,"output port",
global_routing,grt_pass1_vias,2922,
critical_path,cp.arrival,2750,ps
route,ant_nets,0,
floorplan,fp.dieH,78.8,microns
synth,ys_top_cells_by_count,"75 x nand2_1, 44 x nor3_1, 42 x mux2i_1",
route,drtPass1Iterations,5,
cells_and_area,design_area,0.00453,sq mm
critical_path,cp.required,2800,ps
critical_path,critPathLaunchType,"primary input",
critical_path,cp_max_fo,3,
min_path,hold_end,"search_valid_o[4]",
place,gp_congestion,0.992,
synth,ys_cells,357,
area by class of cell:
type	count	area, sq um
Tap cell	72	90.1
Fill cell	346	1080
Multi-Input combinational cell	332	2930
Timing Repair Buffer	152	1490
Inverter	5	21.3
kinds of logic (layout without fill, tap and decap cells):
family          Yosys count  after routing
simple gates            161            161
buf+inv                  25            157
mux                      88             88
xor+xnor                 35             35
compound gates           34             34
fa+ha+maj                14             14
power breakdown:
group	switching, mW	internal [mW]	leakage (nW)
logic	0.412	0.559	2.18
registers	0	0	0
clock network	0	0	0
total	0.412	0.559	2.18
through the flow:
step | power, mW | cells | TNS, ps
floorplan | 0.481 | 357 | 0
global placement | 0.873 | 548 | -12260
detailed placement | 0.886 | 548 | -13460
CTS | 0.934 | 555 | 0
global route | 1.05 | 561 | -106
finish | 0.971 | 561 | 0
worst max-delay path by stage:
stage                  start                  to  slack [ps]
4_1_cts              head[2]  search_valid_o[29]           6
5_1_grt              head[2]  search_valid_o[27]         -30
6_report  search_valid_i[28]  search_valid_o[20]          50
repair_timing:
action,in CTS,in global routing
hold endpoints to repair,0,0
cloned,2,0
hold buffers,0,0
pin swaps,2,1
resized,47,53
buffers inserted,5,6
setup endpoints to repair,32,26
per-layer routing:
metal  track usage, %  routed length, microns
met1             45.4                    4170
met5                0                       0
met2             47.0                    4190
met3             7.47                     832
met4             3.70                     110
layout by cell type, fill, tap and decap left out, drive strengths merged:
cell,instances
bufbuf,1
nor3,44
nand2,75
clkbuf,1
clkdlybuf4s50,40
mux4,34
o21ai,2
nand2b,2
dlygate4sd2,1
xor2,14
mux2,12
dlymetal6s2s,25
inv,5
o22ai,8
a21boi,4
ha,14
mux2i,42
xnor2,21
a22o,12
buf,84
nand3,18
nor2,22
a21oi,8
worst max-delay path: cells and delay by family:
kind	cells	cell delay (ps)
muxes	2	790
buffers and inverters	3	1030
and+or+nand+nor	2	240
No activity file was given, so power comes from the tool's default toggle rates.

==> design.v <==
module alu_sub #(parameter OPRAND_WIDTH = 32,
                 parameter OP_FUNC_WIDTH = 17,
                 parameter IMM_WIDTH = 12)
(
    input  [OPRAND_WIDTH-1:0] oprand1_i, oprand2_i,
    input  [OP_FUNC_WIDTH-1:0] op_func_i,
    output [OPRAND_WIDTH-1:0] result_o
);
    reg [OPRAND_WIDTH-1:0] result_o;
    wire res;
    wire signed [31:0] oprand11_i, oprand12_i;
    assign oprand11_i = oprand1_i;
    assign oprand12_i = oprand2_i;
    reg [OPRAND_WIDTH-1:0] oprand1, oprand2;
    parameter [OP_FUNC_WIDTH-1:0]
        BEQ  = 17'bxxxxxxx_000_1100011,
        BNE  = 17'bxxxxxxx_001_1100011,
        BLT  = 17'bxxxxxxx_100_1100011,
        BGE  = 17'bxxxxxxx_101_1100011,
        SB   = 17'bxxxxxxx_000_0100011,
        SH   = 17'bxxxxxxx_001_0100011,
        SW   = 17'bxxxxxxx_010_0100011,
        LB   = 17'bxxxxxxx_000_0000011,
        LH   = 17'bxxxxxxx_001_0000011,
        LW   = 17'bxxxxxxx_010_0000011,
        LBU  = 17'bxxxxxxx_100_0000011,
        LHU  = 17'bxxxxxxx_101_0000011,
        ADDI = 17'bxxxxxxx_000_0010011,
        SLTI = 17'bxxxxxxx_010_0010011,
        XORI = 17'bxxxxxxx_100_0010011,
        ORI  = 17'bxxxxxxx_110_0010011,
        ANDI = 17'bxxxxxxx_111_0010011,
        SLLI = 17'b0000000_001_0010011,
        SRLI = 17'b0000000_101_0010011,
        SRAI = 17'b0100000_101_0010011,
        ADD  = 17'b0000000_000_0110011,
        SUB  = 17'b0100000_000_0110011,
        SLL  = 17'b0000000_001_0110011,
        SLT  = 17'b0000000_010_0110011,
        XOR  = 17'b0000000_100_0110011,
        SRL  = 17'b0000000_101_0110011,
        SRA  = 17'b0100000_101_0110011,
        OR   = 17'b0000000_110_0110011,
        AND  = 17'b0000000_111_0110011,
        JAL  = 17'bxxxxxxx_xxx_1101111,
        JR   = 17'bxxxxxxx_xxx_1100111;
    always @(*) begin
        casez (op_func_i)
            ADD:  result_o = oprand11_i + oprand12_i;
            SUB:  result_o = oprand11_i - oprand12_i;
            SLL, SLLI: result_o = oprand1_i << oprand2_i[4:0];
            SRL, SRLI: result_o = oprand1_i >> oprand2_i[4:0];
            SRA, SRAI: result_o = oprand11_i >>> oprand2_i[4:0];
            SLT: begin
                oprand1 = oprand1_i;
                oprand2 = oprand2_i;
                result_o = {{(OPRAND_WIDTH-1){1'b0}}, res};
            end
            XOR:  result_o = oprand1_i ^ oprand2_i;
            OR:   result_o = oprand1_i | oprand2_i;
            AND:  result_o = oprand1_i & oprand2_i;
            ADDI: result_o = oprand1_i + {{20{oprand2_i[IMM_WIDTH-1]}}, oprand2_i[IMM_WIDTH-1:0]};
            SLTI: begin
                oprand1 = oprand1_i;
                oprand2 = {{20{oprand2_i[IMM_WIDTH-1]}}, oprand2_i[IMM_WIDTH-1:0]};
                result_o = {{(OPRAND_WIDTH-1){1'b0}}, res};
            end
            XORI: result_o = oprand1_i ^ {{20{oprand2_i[IMM_WIDTH-1]}}, oprand2_i[IMM_WIDTH-1:0]};
            ORI:  result_o = oprand1_i | {{20{oprand2_i[IMM_WIDTH-1]}}, oprand2_i[IMM_WIDTH-1:0]};
            ANDI: result_o = oprand1_i & {{20{oprand2_i[IMM_WIDTH-1]}}, oprand2_i[IMM_WIDTH-1:0]};
            LB, LH, LW, LBU, LHU, SH, SB, SW:
                result_o = oprand11_i + {{20{oprand2_i[IMM_WIDTH-1]}}, oprand2_i[IMM_WIDTH-1:0]};
            BEQ: result_o = (oprand1_i == oprand2_i);
            BNE: result_o = (oprand1_i != oprand2_i);
            BLT: begin
                oprand1 = oprand1_i;
                oprand2 = oprand2_i;
                result_o = {{(OPRAND_WIDTH-1){1'b0}}, res};
            end
            BGE: begin
                oprand1 = oprand1_i;
                oprand2 = oprand2_i;
                result_o = {{(OPRAND_WIDTH-1){1'b0}}, ~res};
            end
            JAL: result_o = oprand1_i + 1;
            JR:  result_o = 0;
            default: result_o = 0;
        endcase
    end
    comparator_signed #( .DATA_WIDTH(OPRAND_WIDTH) ) comp_less (
        .oprand1_i(oprand1),
        .oprand2_i(oprand2),
        .res_o(res)
    );
endmodule
module comparator_signed #(parameter DATA_WIDTH = 32) 
(
    input  [DATA_WIDTH-1:0] oprand1_i,
    input  [DATA_WIDTH-1:0] oprand2_i,
    output reg              res_o  
);
always @(*) begin
    if (oprand1_i[DATA_WIDTH-1] < oprand2_i[DATA_WIDTH-1]) begin
        res_o = 1'b0;
    end else if (oprand1_i[DATA_WIDTH-1] > oprand2_i[DATA_WIDTH-1]) begin
        res_o = 1'b1;
    end else begin
        if (oprand1_i[DATA_WIDTH-2:0] < oprand2_i[DATA_WIDTH-2:0]) begin
            res_o = 1'b1;
        end else begin
            res_o = 1'b0;
        end
    end
end
endmodule
==> run.sh <==
#!/bin/bash
# OpenROAD 26Q1-2900-gdf79404cd8, Yosys 0.63+post, stock flow scripts
make -C /OpenROAD-flow-scripts/flow DESIGN_CONFIG=/design/flow/config.mk WORK_HOME=/design/flow/orfs finish
==> config.mk <==
export PLATFORM = sky130hd
export DESIGN_NAME = alu_sub
export DESIGN_NICKNAME = alu_sub
export VERILOG_FILES = /design/flow/design.v
export SDC_FILE = /design/flow/constraint.sdc
export NUM_CORES = 4
export LEC_CHECK = 1
export CORE_UTILIZATION = 50
==> constraint.sdc <==
current_design alu_sub

set clk_period 11.1
set clk_io_pct 0.2

create_clock -name clk0 -period $clk_period

set non_clock_inputs [all_inputs -no_clocks]
set_input_delay [expr $clk_period * $clk_io_pct] -clock clk0 $non_clock_inputs
set_output_delay [expr $clk_period * $clk_io_pct] -clock clk0 [all_outputs]
==> impl_metrics.ini <==
; synthesis and place-and-route metrics
[yosys]
yosys_most_used_dff = dlxtn_1
yosys_cells = 1882
synth_top_area_share = 0.1160
synth-edff-count = 0
ys_async_sr_fraction = 0
synthesis.area_um2 = 12620
ys_ff = 64
syn_area_per_cell_um2 = 6.704
ys_chip_area_um2 = 12620
syn_inst = 1882
yosys_warnings = 2
synth_area_leader_cell = ha_1
top_cells_by_area = ha_1 12%, dlxtn_1 7.6%, nor2_1 7.4%
yosysUniqueCellTypes = 85

[global_route]
grt_overflow = 0
grt_max_degree = 73
antenna_found_initial = 2
track_usage = 0.4391
first_global_vias = 13750
grt_pass1_wl_um = 84140

[placed_design]
port_buffers = 113
dp_cells = 2229
place_congestion = 1.111
detailed_place_hpwl_um = 43220

[detailed_routing]
vias_per_cell = 6.772
ant_nets = 0
wire_per_inst_um = 25.15
vias = 15090
route.detailed.drc = 0
drt_wl_total_um = 56050
drtIter0Drc = 1940
firstDrtPassIters = 7
antennaDiodeCount = 0

[floorplan]
die_w_um = 160.9
core.rowCount = 57
core_um2 = 24530
chipArea_um2 = 25870
dieHeight_um = 160.9
num_io_pins = 113
fp_util = 0.5143

[power_and_ir_drop]
powerDensity_nw_per_um2 = 42.53
peakVddDrop_uv = 34.12
power.leakage_nw = 5.873
total_power_mw = 0.5956

[clock_tree]
cts.repair.resized = 0
cts_hold_buf = 0
postCtsSetupBuffers = 0

[final_timing]
relSlewSlack = 0.3101
hold_viol = 0
worst_pin_slew_ns = 1.026
clock.fmax_mhz = 103.5
tns_ns = 0
rsz0062_at_grt = false
period_used_share = 0.8701
setup_violations = 0
unclocked_pins = 64
untimed_endpoints = 64
finalCriticalPeriod_ns = 9.658
finalMaxSlewViolations = 0

[run]
openroad.warnings = 77
cap_violations = 0

[critical_path]
required_ns = 8.88
crit_type = in -> out
startpoint_type = primary input
crit_arrival_ns = 7.44
worst_setup_path_end_kind = output port
crit_fanout = 11

[finish]
mostFrequentLayoutCells = 250 x nor2_1, 185 x a21oi_1, 140 x o21ai_0, 117 x ha_1, 112 x inv_1
layout-drive-gt1-share = 0.06824
areaGrowthSynthToFinish_pct = 11.00
nFillCells = 2375
lay_top_count = nor2_1
final_cells = 2229
post-route-util = 0.5708

[run_status]
status = finished clean

[hold_path]
hold_path_class = in -> out
## stage by stage
step           area, µm²  setup WS, ns  hold WS [ns]
2_1_floorplan      12620         3.297         4.629
3_3_place_gp       14000         1.759         5.375
3_5_place_dp       14000         1.650         5.363
4_1_cts            14000         1.644         5.378
5_1_grt            14000         1.067         5.437
6_report           14000         1.442         5.372
## cell families after synthesis
| logic type | count (synthesis) | share of synthesized area |
|---|---|---|
| compound gates | 653 | 0.3300 |
| fa+ha+maj | 120 | 0.1208 |
| simple gates | 618 | 0.2308 |
| latches | 64 | 0.07616 |
| xor+xnor | 71 | 0.04929 |
| mux | 97 | 0.1132 |
| buf+inv | 259 | 0.07973 |
## worst paths after layout
path                       from            to  slack (ns)  cells past startpoint
setup / recovery   op_func_i[5]  result_o[23]        1.44                     15
hold / removal    op_func_i[15]   result_o[9]        5.37                      6
## final cells by class
type,instances,area (µm²),area share
multi-input combinational,1559,10700,0.7639
timing repair buffer,167,1509,0.1077
sequential,64,960.9,0.06861
inverter,115,431.7,0.03082
tap,324,405.4,0.02895
## sequential cells by signal, indices dropped and copies added, names as in the netlist
name     cells
oprand2     32
oprand1     32
## report_power, final
part,switching (mW),internal [mW]
Sequential,0.00304,0.0150
Clock,0,0
Combinational,0.359,0.219
## synthesized netlist by cell type, types with 8 or more instances
| cell type | n |
|---|---|
| a211oi_1 | 29 |
| a21o_1 | 43 |
| a21oi_1 | 185 |
| a221oi_1 | 9 |
| a31oi_1 | 14 |
| and3_1 | 14 |
| buf_1 | 15 |
| buf_2 | 15 |
| clkbuf_1 | 111 |
| dlxtn_1 | 64 |
| ha_1 | 117 |
| inv_1 | 112 |
| mux2i_1 | 55 |
| mux4_2 | 36 |
| nand2_1 | 100 |
| nand2b_1 | 33 |
| nand3_1 | 50 |
| nand4_1 | 18 |
| nor2_1 | 250 |
| nor2b_1 | 10 |
| nor3_1 | 61 |
| nor4_1 | 25 |
| o211ai_1 | 32 |
| o21a_1 | 10 |
| o21ai_0 | 140 |
| o21ai_1 | 37 |
| o21bai_1 | 24 |
| o221ai_1 | 11 |
| o22ai_1 | 25 |
| o311ai_0 | 8 |
| o31ai_1 | 8 |
| or3_1 | 23 |
| or4_1 | 9 |
| xnor2_1 | 53 |
| xor2_1 | 18 |
## worst max-delay path: stages
cell and delay (ns):
clkdlybuf4s50_1 0.71, nand4b_1 0.34, nor2_1 0.71, nor2_1 0.11, ha_1 0.27, a211oi_2 0.24, o21ai_1 0.17, a41o_1 0.33
a2111oi_2 0.37, a21oi_1 0.19, o41ai_4 0.30, xnor2_1 0.11, a2111oi_0 0.70, o21ai_1 0.19, clkdlybuf4s50_1 0.45
## layer usage
layer / global-route usage / wire, µm
met2: 0.6360 / 23690
met1: 0.6219 / 22050
met3: 0.1136 / 7304
met4: 0.1883 / 2990
met5: 0 / 14

## flow/design.v

```verilog
module mux #(
    parameter WIDTH = 5,       
    parameter WID = 32,        
    parameter DEPTH = 1 << WIDTH  
)(
    input [WIDTH-1:0] index_i,
    input [WID*DEPTH-1:0] data_i,  
    input read_en_i,
    output reg [WID-1:0] data_o,
    output reg read_ready_o
);
integer i;
reg match_found;
always @(*) begin
    data_o = {WID{1'b0}};
    read_ready_o = 0;
    match_found = 0;
    for (i = 0; i < DEPTH; i = i + 1) begin
        if (!match_found && (index_i == i) && read_en_i) begin
            data_o = data_i[i*WID +: WID];
            read_ready_o = 1;
            match_found = 1;  
        end
    end
end
endmodule
```

## flow/run.sh

```bash
#!/bin/bash
# OpenROAD 26Q1-2900-gdf79404cd8, Yosys 0.63+post, stock flow scripts
make -C /OpenROAD-flow-scripts/flow DESIGN_CONFIG=/design/flow/config.mk WORK_HOME=/design/flow/orfs finish
```

## flow/config.mk

```make
export PLATFORM = sky130hd
export DESIGN_NAME = mux
export DESIGN_NICKNAME = mux
export VERILOG_FILES = /design/flow/design.v
export SDC_FILE = /design/flow/constraint.sdc
export NUM_CORES = 4
export LEC_CHECK = 1
export CORE_AREA = 10 10 409 409
export DIE_AREA = 0 0 419 419
```

## flow/constraint.sdc

```tcl
current_design mux

set clk_period 30.5
set clk_io_pct 0.2

create_clock -name clk0 -period $clk_period

set non_clock_inputs [all_inputs -no_clocks]
set_input_delay [expr $clk_period * $clk_io_pct] -clock clk0 $non_clock_inputs
set_output_delay [expr $clk_period * $clk_io_pct] -clock clk0 [all_outputs]
```

==> flow_summary.json <==
{
  "core_area_um2": 158000,
  "finalHoldViolCount": 0,
  "worstPathRequired_ns": 24.40,
  "gr-total-overflow": 0,
  "fp_util": 0.0551,
  "status": "finished, final reports clean",
  "die.size.x_um": 419,
  "avgRoutedWirePerCell_um": 40.2,
  "tool_warnings": 32,
  "intPower_w": 0.000160,
  "fin_crit_ns": 17.15,
  "gp_congestion": 0.987,
  "grt_max_degree": 65,
  "postRouteAntennaNets": 0,
  "crit_type": "primary input to primary output",
  "pwr-share-seq": 0,
  "drt_first_pass_iters": 8,
  "antenna_found_initial": 156,
  "avgSynthCellArea_um2": 6.23,
  "netlist_instances": 1401,
  "cts_setup_buffers": 0,
  "row_count": 146,
  "setup_viol": 0,
  "drc": 0,
  "place_hpwl_um": 162000,
  "power_frac_clock": 0,
  "die_height_um": 419,
  "fmax_mhz": 58.3,
  "crit_arrival_ns": 11.05,
  "worst_setup_path_start_kind": "primary input",
  "power_leakage_nw": 7.25,
  "post_cts_resized": 0,
  "p_switching_w": 0.000126,
  "die_area_um2": 176000,
  "grt_pass1_wl_um": 222000,
  "area.sequential_um2": 0,
  "drive_above_1_share": 0.0789,
  "postSynthSeqShare": 0,
  "critPathMaxFanout": 20,
  "routed-via-count": 18600,
  "post-route-period-util": 0.562,
  "dr.first_iter.drc_count": 2050,
  "power_frac_comb": 1.000,
  "grt_usage": 0.198,
  "fill_cells": 18100,
  "ys_area_um2": 8720,
  "syn_area_um2": 8720,
  "synth_cell_type_count": 66,
  "hold_path_class": "primary input to primary output",
  "vias_per_cell": 4.12,
  "synth_warnings": 1,
  "grt_pass1_vias": 18500,
  "relSlewSlack": 0.0692,
  "tns_ns": 0,
  "p_sw_frac": 0.440,
  "routed_wirelength_um": 182000,
  "ir_drop_v": 0.00000573,
  "crit_path_end_kind": "primary output",
  "maxSlewViolCount": 0,
  "layout-area-overhead-vs-synth_pct": 156,
  "drv_cap": 0,
  "grt_setup_unrepaired": "false",
  "flops": 0,
  "power_density_nw_per_um2": 12.8,
  "port_buffers": 1063,
  "ys_cells": 1401,
  "clkbuf_count": 0,
  "holdBufCountCts": 0,
  "worst_slew_pin_slew_ns": 1.40,
  "fin_hold_ws_ns": 13.26,
  "pin_count": 1063
}
==> cells in the mapped netlist, types with 3 or more instances <==
| cell | n | area, um2 |
|---|---|---|
| a211oi_1 | 33 | 248 |
| nand2_1 | 187 | 702 |
| o2111ai_1 | 4 | 35.0 |
| and4b_1 | 3 | 30.0 |
| nand3_1 | 38 | 190 |
| buf_4 | 7 | 52.6 |
| mux2_2 | 30 | 338 |
| a221oi_1 | 49 | 429 |
| inv_1 | 3 | 11.3 |
| o221a_2 | 12 | 135 |
| and3_1 | 3 | 18.8 |
| buf_1 | 5 | 18.8 |
| o22a_1 | 11 | 96.3 |
| o21ai_1 | 7 | 35.0 |
| nor2b_1 | 18 | 113 |
| mux2i_1 | 55 | 551 |
| a31oi_1 | 16 | 100 |
| buf_2 | 69 | 345 |
| a2111oi_0 | 27 | 236 |
| a21oi_1 | 103 | 515 |
| nor3_1 | 7 | 35.0 |
| o2bb2ai_1 | 26 | 228 |
| nor2_1 | 97 | 364 |
| a22oi_1 | 51 | 383 |
| a222oi_1 | 42 | 420 |
| o21ai_0 | 176 | 881 |
| nand4b_1 | 3 | 26.3 |
| nand2b_1 | 8 | 50.1 |
| a21o_1 | 17 | 128 |
| o211ai_1 | 43 | 323 |
| o221ai_1 | 37 | 324 |
| nand4_1 | 18 | 113 |
| clkbuf_1 | 72 | 270 |
| a22o_1 | 3 | 26.3 |
| a211o_1 | 13 | 114 |
| o22ai_1 | 52 | 325 |
| nor3_2 | 5 | 50.1 |
| a221o_1 | 14 | 140 |
==> critical path, stage by stage <==
cell,delay [ns]
clkdlybuf4s50_1,0.85
nand2b_1,0.60
nor2_4,0.61
buf_4,0.43
a221o_1,0.25
a2111oi_0,0.10
a2111oi_2,1.14
o221a_2,0.42
clkdlybuf4s50_1,0.50
==> final timing paths <==
| check | cells past startpoint | startpoint | end | slack (ns) |
|---|---|---|---|---|
| hold / removal | 4 | data_i[752] | data_o[16] | 13.26 |
| setup / recovery | 9 | index_i[4] | data_o[9] | 13.35 |
==> metal layers <==
layer,GRT usage,routed length [um],vias to the layer above
li1,-,-,7790
met2,0.331,87700,1355
met5,0,420,-
met4,0.0410,4150,72
met3,0.0593,16100,302
met1,0.251,73700,9127
==> area by class of cell <==
type	instances	area [um2]	area share
repair buffers	1161	11400	0.510
multi-input cells	1243	8230	0.368
well taps	2072	2590	0.116
diodes	43	108	0.00482
inverters	4	15.0	0.000672
==> power groups by stage <==
stage / registers (W) / clock network (W) / logic [W]
after CTS: 0 / 0 / 0.000288
after global routing: 0 / 0.0000000000895 / 0.000298
final: 0 / 0.000000000122 / 0.000286
==> cells in the final DEF, fill, tap and decap left out, types with 35 or more instances in the layout <==
cell,netlist,layout
mux2i_1,55,55
diode_2,0,43
o221ai_1,37,37
a22oi_1,51,51
a21oi_1,103,103
o22ai_1,52,52
buf_4,7,96
a222oi_1,42,42
clkdlybuf4s50_1,0,1061
o21ai_0,176,176
nor2_1,97,92
nand2_1,187,184
a221oi_1,49,49
nand3_1,38,35
o211ai_1,43,43
==> cells by family after synthesis <==
family                 count (synthesis)  synth area share
buffers and inverters                158            0.0818
multiplexers                          85             0.102
AND-OR/OR-AND                        749             0.601
XOR/XNOR                               1           0.00100
AND/OR/NAND/NOR                      408             0.215
==> through the flow <==
stage	instance area [um2]	util	setup WS [ns]	total power, W	cells
final	22300	0.141	13.35	0.000286	4523
after global routing	22300	0.141	13.15	0.000298	4500
after CTS	22200	0.140	13.34	0.000288	4480
after detailed placement	22200	0.140	13.37	0.000286	4480
after global placement	22200	0.140	12.78	0.000287	4478
after floorplan	8720	-	16.58	0.0000539	1401
Power and IR drop assume default switching activity.
